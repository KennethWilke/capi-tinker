`design/flow/run.sh`:
```
#!/bin/bash
# OpenROAD 26Q1-2900-gdf79404cd8, Yosys 0.63+post, stock flow scripts
make -C /OpenROAD-flow-scripts/flow DESIGN_CONFIG=/design/flow/config.mk WORK_HOME=/design/flow/orfs finish
```
`design/flow/constraint.sdc`:
```
current_design endian_swap

set clk_period 1.0
set clk_io_pct 0.2

create_clock -name clk0 -period $clk_period [get_ports {clock}]

set non_clock_inputs [all_inputs -no_clocks]
set_input_delay [expr $clk_period * $clk_io_pct] -clock clk0 $non_clock_inputs
set_output_delay [expr $clk_period * $clk_io_pct] -clock clk0 [all_outputs]
```
`design/flow/config.mk`:
```
export PLATFORM = sky130hd
export DESIGN_NAME = endian_swap
export DESIGN_NICKNAME = endian_swap
export VERILOG_FILES = /design/flow/design.v
export SDC_FILE = /design/flow/constraint.sdc
export NUM_CORES = 4
export LEC_CHECK = 1
export CORE_AREA = 10 10 109 109
export DIE_AREA = 0 0 119 119
```
`design/flow/design.v`:
```
module endian_swap (
  input clock,
  input [0:63] in,
  output reg [0:63] out);
  always @ (posedge clock)
    out <= {in[56:63], in[48:55], in[40:47], in[32:39],
            in[24:31], in[16:23], in[8:15],  in[0:7]};
endmodule
```
==> flow_summary_export.csv <==
group,metric,value,unit
status,status,"finished, final reports clean",
routing,post_drt_wl_per_cell,11.56,um
worst_hold_path,min_delay_path_depth,1,
flow_run,maxCapViolCount,0,
worst_hold_path,worstHoldStart,"in[50]",
grt,grt_pass1_wl,5.940,mm
placement,placed_area,2729,um^2
worst_hold_path,hold_path_class,"input pin to flip-flop",
final_layout,nFillCells,1028,
final_layout,largest_reg_flops,64,
setup_path,crit_slowest_cell,"dfxtp_2",
final_layout,logic_gates,0,
floorplanning,fp_util,0.1329,
grt,globalRouteOverflowTotal,0,
final_layout,regArea,1284,um^2
final_layout,post-route-util,0.2714,
setup_path,path_cells,"buf_2",
grt,grt_max_degree,13,
final_timing,hold_viol,0,
final_timing,finalSetupViolCount,0,
setup_path,cp.required,0.80,ns
pwr,power_frac_comb,0.065,
pwr,switching_share,0.2097,
cts,path_clk_slew,0.08,ns
placement,place_congestion,0.6761,
routing,via_per_inst,2.795,
pwr,vdd_ir_drop_max,0.7706,mV
final_timing,fmax,1055,MHz
final_timing,drv_slew,0,
setup_path,endpoint_kind,"output port",
final_timing,fin_crit,0.9477,ns
final_layout,area_growth,104.2,%
pwr,power_density,2035,nW/um^2
placement,post-place-ws,0.01880,ns
synth,yosys_area,1281,um^2
synth,yosys_warnings,1,
setup_path,crit_arrival,0.75,ns
final_timing,hold_ws,0.2973,ns
floorplanning,die_width,119,um
routing,firstDrtPassIters,2,
final_layout,final-comb-area,0,um^2
cts,cts_setup_buffers,0,
final_timing,tightest_slew,0.09854,ns
final_timing,min_period_over_period,0.9477,
routing,ant_nets,0,
cts,cts_tree,"yes",
cts,cts_root_buf,"clkbuf_8",
final_layout,reg_top3,"out: 64 flops",
synth,syn_area,1281,um^2
setup_path,cp_top_family,"flip-flops",
grt,track_usage,0.05340,
synth,ys_seq_frac,1.000,
cts,htreeDepth,3,
grt,antenna_found_initial,0,
placement,placed_cells,325,
final_layout,layout_top_cells,"clkdlybuf4s50_1 (64), buf_2 (64), dfxtp_1 (62), clkbuf_8 (10)",
final_timing,slew_headroom,0.9343,
pwr,internal_power,4208,uW
setup_path,cpPeakStageDelay,0.32,ns
setup_path,path_buffers,1,
cts,cts.sinks,64,
grt,grt_pass1_vias,1030,
routing,drt_drc_violations_left,0,
worst_hold_path,worstHoldEndpoint,"out[10]",
final_timing,setup_slack,0.05228,ns
setup_path,setup.worst_path.start_class,"flip-flop",
placement,numPortBuffers,128,
final_timing,rsz0062_at_grt,"true",
final_layout,final_layout_size_suffix_gt1_frac,0.3942,
pwr,p_leak,0.001141,uW
floorplanning,rows,36,
synth,synthCells,64,
routing,drt_iter0_drc,45,
final_layout,largest-register,"out",
routing,routed_wl,3.942,mm
final_layout,fin_area,2616,um^2
setup_path,path_max_fanout,1,
pwr,netSwitchingPower,1116,uW
synth,yosys_cells,64,
routing,route.vias.total,953,
cts,clockBufferDepth,2,
synth,syn-mean-instance-area,20.02,um^2
floorplanning,core-area,9639,um^2
synth,yosysUniqueCellTypes,1,
floorplanning,chip_area,14160,um^2
cts,cts_made_buffers,9,
setup_path,critPathKind,"flip-flop to output port",
pwr,clockPowerShare,0.427,
final_layout,fin_cells,341,
flow_run,tool_warnings,26,
synth,ys.flops,64,
routing,diodes,0,
floorplanning,die_h,119,um
floorplanning,io_pins,129,
pwr,power_frac_seq,0.509,
## synth_stat cells
master / count / area, um^2
dfxtp_1: 64 / 1281
## area by class of cell
type                  instances  area share
clock buffer                 10     0.05261
clock inverter                6     0.02582
sequential                   64      0.4907
tap                         133     0.06361
timing repair buffer        128      0.3673
## how the worst max path moves through the flow
stage | from | to | slack [ns] | cells after the start
finish | out[10] | out[10] | 0.05 | 1
global route | out[9] | out[9] | -0.003 | 1
CTS | out[10] | out[10] | 0.02 | 1
## logic make-up (layout without fill, tap and decap cells)
group	Yosys count	count (layout)	synth area share
flip-flops	64	64	1.000
buffers and inverters	0	144	0
## layer usage
metal | track usage | vias up | wire, um
li1 | - | 475 | -
met1 | 0.05556 | 418 | 1441
met2 | 0.09163 | 54 | 2017
met3 | 0.03022 | 6 | 390
met4 | 0.01221 | 0 | 92
met5 | 0 | - | 0
## power by group through the flow
stage	Combinational, uW	Clock, uW	Sequential [uW]
finish	345	2270	2710
global route	377	2560	2720
CTS	359	2410	2710
## metrics by stage
stage / total power, uW / TNS [ns]
floorplan: 2739 / 0
global placement: 3256 / 0
detailed placement: 3259 / 0
CTS: 5479 / 0
global route: 5665 / -0.004884
finish: 5324 / 0
## what timing repair did
action	in CTS	in global routing
gates resized	195	1
endpoints found under the setup margin	64	2
hold buffers	0	0
Power figures rest on the tool's default switching activity, not on a simulated workload.
